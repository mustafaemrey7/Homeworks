### design/flow/design.v
module four_bit_2x1_mux(In_1, In_0, Select, Out);
	input [3:0] In_1;
	input [3:0] In_0;
	input Select;
	output [3:0] Out;
	 assign Out = (Select) ? In_1 : In_0;
endmodule
module four_bit_adder_subtractor(A, B, subtract, Result, Cout);
    input [3:0] A;
    input [3:0] B;
    input subtract;
    output [3:0] Result;
    output Cout;
    wire [3:0] complementB,selectedBit;
    two_s_complement f1(B,complementB);
    four_bit_2x1_mux f2(complementB, B, subtract, selectedBit);
    four_bit_rca f3(A,selectedBit,0,Result,Cout);
endmodule
module four_bit_rca(
    input [3:0] A,
    input [3:0] B,
    input Cin,
    output [3:0] S,
    output Cout
);
    wire c1; 
    wire c2;
    wire c3;
	full_adder fa0(.A(A[0]), .B(B[0]), .Cin(Cin), .S(S[0]), .Cout(c1));
	full_adder fa1(.A(A[1]), .B(B[1]), .Cin(c1), .S(S[1]), .Cout(c2));
	full_adder fa2(.A(A[2]), .B(B[2]), .Cin(c2), .S(S[2]), .Cout(c3));
	full_adder fa3(.A(A[3]), .B(B[3]), .Cin(c3), .S(S[3]), .Cout(Cout));
endmodule
module full_adder(
    input A,
    input B,
    input Cin,
    output S,
    output Cout
);
    wire w1;
    wire w2;
    wire w3;
    assign w1 = A ^ B;
    assign w2 = w1 & Cin;
    assign w3 = A&B;
    assign S   = w1 ^ Cin;
    assign Cout = w2 | w3;
endmodule
module two_s_complement(In,Out);
    input [3:0] In;
    output [3:0] Out;
    assign Out[0] = In[0];
    assign Out[1] = In[1] ^ In[0];
    assign Out[2] = In[2] ^ (In[1] | In[0]);
    assign Out[3] = In[3] ^ (In[2] | In[1] | In[0]);
endmodule  
### design/flow/run.sh
#!/bin/bash
# OpenROAD 26Q1-2900-gdf79404cd8, Yosys 0.63+post, stock flow scripts
make -C /OpenROAD-flow-scripts/flow DESIGN_CONFIG=/design/flow/config.mk WORK_HOME=/design/flow/orfs finish
### design/flow/config.mk
export PLATFORM = sky130hd
export DESIGN_NAME = four_bit_adder_subtractor
export DESIGN_NICKNAME = four_bit_adder_subtractor
export VERILOG_FILES = /design/flow/design.v
export SDC_FILE = /design/flow/constraint.sdc
export NUM_CORES = 4
export LEC_CHECK = 1
export CORE_AREA = 10 10 70 70
export DIE_AREA = 0 0 80 80
### design/flow/constraint.sdc
current_design four_bit_adder_subtractor

set clk_period 4.9
set clk_io_pct 0.2

create_clock -name clk0 -period $clk_period

set non_clock_inputs [all_inputs -no_clocks]
set_input_delay [expr $clk_period * $clk_io_pct] -clock clk0 $non_clock_inputs
set_output_delay [expr $clk_period * $clk_io_pct] -clock clk0 [all_outputs]
==> flow_summary.toml <==
# generated from flow reports
[routing]
met2_length_microns = 274
route.met3.wl_microns = 51
diodes = 0
vias_per_cell = 1.87
drt-pass1-iter-count = 2
routed.top_layer = "met3"
remaining_drc_errors = 0
drt-met1-wl_microns = 216
first_iter_violations = 1
dr_total_vias = 146
detail_route.wl_per_cell_microns = 6.95
detail-route-antenna-nets = 0
wl_microns = 542

[floorplanning]
core_sq_um = 3420
die_h_microns = 80
num_rows = 21
dieArea_sq_um = 6400
floorplanUtilization = 0.0560
die_width_microns = 80
ioPinCount = 14

[setup_path]
slowest_delay_ns = 0.52
crit_fanout = 3
crit_type = "input port to output port"
crit_path_frequent_cell = "fa_1"
cp_cell_sequence = "clkdlybuf4s50_1 -> inv_1 -> ha_1 -> mux2i_1 -> fa_1 -> fa_1 -> inv_1 -> fa_1 -> clkdlybuf4s50_1"
required_ns = 3.92
start_kind = "input port"
cp_slowest_cell = "clkdlybuf4s50_1"
setup.worst_path.start = "B[0]"
critPathArrivalTime_ns = 3.60
worst_setup_path_end_kind = "output port"

[hold_path]
hold_end = "Result[0]"
hold_path_class = "input port to output port"
hp-start = "A[0]"
min_path_cells = 3

[final_timing]
setup_viol = 0
tightest_slew_ns = 0.210
rsz0062_at_grt = "no"
worst_slack_ns = 0.317
period_used_share = 0.935
max_freq_mhz = 218
relSlewSlack = 0.856
hold_viol = 0
maxSlewViolCount = 0
setup-tns-final_ns = 0
fin_crit_ns = 4.58

[layout]
register_area_sq_um = 0
drive_gt1_frac = 0.0313
area_growth_pct = 87.6
instances_no_fill = 78
clock_buffers = 0
design_area_sq_um = 359
seq_cells = 0
final_common_cell = "clkdlybuf4s50_1"
mostFrequentLayoutCells = "clkdlybuf4s50_1, inv_1, fa_1"

[placement]
placed_area_sq_um = 359
dp_cells = 78
place_hpwl_microns = 527
port_buffers = 14
place_worst_setup_slack_ns = 0.289
place_congestion = 0.734

[logic_synthesis]
synth_area_sq_um = 191
ys_cells = 22
synth.distinct_cells = 8
ys_seq_frac = 0
avgSynthCellArea_sq_um = 8.70
synth_top_area_share = 0.314
syn_inst = 22
yosys-stat-area_sq_um = 191
yosys_warnings = 1
topCellsByArea = "fa_1, buf_4, inv_1, ha_1, xnor2_1"
top_area_cell = "fa_1"

[pwr]
p_total_mw = 0.0376
pwr_density_cell_nw_per_um2 = 105
p_leak_nw = 0.147
peakVddDrop_mv = 0.0115

[cts]
post-cts-setup-buffers = 0
cts_hold_buffers = 0
cts_resized = 0

[run_status]
outcome = "finished, final reports clean"

[global_route]
grt-ovfl-total = 0
globalRouteTotalUtil = 0.0172
grt_start_max_net_pins = 4
grt_pass1_vias = 173
grt_pass1_wl_microns = 876
antenna_found_initial = 0

[flow_run]
cap_viol_max_count = 0
tool_warnings = 32
-- power breakdown --
group	leakage [nW]	switching, mW	internal (mW)
sequential	0	0	0
clock	0	0	0
combinational	0.147	0.0111	0.0265
total	0.147	0.0111	0.0265
-- worst max-delay path: cells and delay by family --
| kind | cells | cell delay (ns) |
|---|---|---|
| adders and majority gates | 4 | 1.46 |
| buffers and inverters | 4 | 1.08 |
| muxes | 1 | 0.09 |
-- stage by stage --
stage	hold WS (ns)	utilization
finish	3.01	0.105
global route	3.05	0.105
CTS	3.03	0.105
detailed placement	3.03	0.105
global placement	3.02	0.105
floorplan	2.07	-
-- area by class of cell --
type                       instances  area [sq um]
fill                             408          3060
timing repair buffer              14           140
multi-input combinational         10           131
tap                               46          57.6
inverter                           8          30.0
-- Yosys cell counts, drive strengths merged --
master  instances
nor2b           1
o31ai           1
fa              3
buf             4
ha              2
xnor2           2
inv             8
mux2i           1
-- per-layer routing --
| metal | GRT usage | vias to the layer above |
|---|---|---|
| li1 | - | 79 |
| met3 | 0.00568 | 0 |
| met1 | 0.0200 | 61 |
| met4 | 0 | 0 |
| met2 | 0.0313 | 6 |
| met5 | 0 | - |
-- worst max-delay path by stage --
| stage | endpoint | slack (ns) |
|---|---|---|
| finish | Result[3] | 0.32 |
| CTS | Result[3] | 0.28 |
| global route | Result[3] | 0.16 |
-- cells by family (layout without fill, tap and decap cells) --
kind of cell,after synthesis,count (layout),share of synthesized area
buffers and inverters,12,22,0.314
adders and majority gates,5,5,0.444
xor gates and xnor gates,2,2,0.0915
AOI/OAI and AO/OA,1,1,0.0653
muxes,1,1,0.0523
and+or+nand+nor,1,1,0.0327
Power figures rest on the tool's default switching activity, not on a simulated workload.
